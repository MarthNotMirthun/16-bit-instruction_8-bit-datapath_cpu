### flow/config.mk
export PLATFORM = sky130hd
export DESIGN_NAME = cpu_struct
export DESIGN_NICKNAME = cpu_struct
export VERILOG_FILES = /design/flow/design.v
export SDC_FILE = /design/flow/constraint.sdc
export NUM_CORES = 4
export LEC_CHECK = 1
export CORE_UTILIZATION = 40
export SYNTH_MEMORY_MAX_BITS = 65536
### flow/constraint.sdc
current_design cpu_struct

set clk_period 26.0
set clk_io_pct 0.2

create_clock -name clk0 -period $clk_period [get_ports {clk}]

set non_clock_inputs [all_inputs -no_clocks]
set_input_delay [expr $clk_period * $clk_io_pct] -clock clk0 $non_clock_inputs
set_output_delay [expr $clk_period * $clk_io_pct] -clock clk0 [all_outputs]
### flow/design.v
`timescale 1ns / 1ps
module adder8(input [7:0] a, input [7:0] b, input cin, output [7:0] sum, output carry);
    wire [7:0] c;
    full_adder fa0(.a(a[0]), .b(b[0]), .cin(cin), .sum(sum[0]), .cout(c[0]));
    full_adder fa1(.a(a[1]), .b(b[1]), .cin(c[0]), .sum(sum[1]), .cout(c[1]));
    full_adder fa2(.a(a[2]), .b(b[2]), .cin(c[1]), .sum(sum[2]), .cout(c[2]));
    full_adder fa3(.a(a[3]), .b(b[3]), .cin(c[2]), .sum(sum[3]), .cout(c[3]));
    full_adder fa4(.a(a[4]), .b(b[4]), .cin(c[3]), .sum(sum[4]), .cout(c[4]));
    full_adder fa5(.a(a[5]), .b(b[5]), .cin(c[4]), .sum(sum[5]), .cout(c[5]));
    full_adder fa6(.a(a[6]), .b(b[6]), .cin(c[5]), .sum(sum[6]), .cout(c[6]));
    full_adder fa7(.a(a[7]), .b(b[7]), .cin(c[6]), .sum(sum[7]), .cout(carry));
endmodule
`timescale 1ns / 1ps
module alu_struct(
    input  [7:0] a,
    input  [7:0] b,
    input  [2:0] alu_op,
    output [7:0] result,
    output zero,
    output negative,
    output carry,
    output overflow
);
    wire is_add = (alu_op == 3'b000);
    wire is_sub = (alu_op == 3'b001);
    wire is_and = (alu_op == 3'b010);
    wire is_or  = (alu_op == 3'b011);
    wire is_xor = (alu_op == 3'b100);
    wire is_not = (alu_op == 3'b101);
    wire [7:0] b_xor;
    genvar i;
    generate
        for (i=0; i<8; i=i+1) begin
            xor_gate xb(.a(b[i]), .b(is_sub), .y(b_xor[i]));
        end
    endgenerate
    wire [7:0] add_res;
    wire add_carry;
    adder8 ADD(
        .a(a),
        .b(b_xor),
        .cin(is_sub),
        .sum(add_res),
        .carry(add_carry)
    );
    wire [7:0] and_res, or_res, xor_res, not_res;
    generate
        for (i=0; i<8; i=i+1) begin
            and_gate ga(.a(a[i]), .b(b[i]), .y(and_res[i]));
            or_gate  go(.a(a[i]), .b(b[i]), .y(or_res[i]));
            xor_gate gx(.a(a[i]), .b(b[i]), .y(xor_res[i]));
            not_gate gn(.a(a[i]), .y(not_res[i]));
        end
    endgenerate
    assign result =
          (is_add | is_sub) ? add_res :
          is_and ? and_res :
          is_or  ? or_res  :
          is_xor ? xor_res :
          is_not ? not_res :
          8'b0;
    assign carry = (is_add | is_sub) ? add_carry : 1'b0;
    assign negative = result[7];
    assign zero  = (result == 8'b0);
    assign overflow =
        (alu_op == 3'b000) ? (a[7] & b[7] & ~result[7]) | (~a[7] & ~b[7] & result[7]) :
        (alu_op == 3'b001) ? (a[7] & ~b[7] & ~result[7]) | (~a[7] & b[7] & result[7]) :
        1'b0;
endmodule
`timescale 1ns / 1ps
module and_gate(input a, input b, output y);
    assign y = a & b;
endmodule
`timescale 1ns / 1ps
module control_unit(
    input  [15:0] instr,
    output reg reg_write,
    output reg mem_read,
    output reg mem_write,
    output reg mem_to_reg,
    output reg alu_src,         
    output reg branch,
    output reg [2:0] alu_op     
);
    wire [3:0] opcode = instr[15:12];
    wire [2:0] funct  = instr[11:9];
    always @(*) begin
        reg_write  = 1'b0;
        mem_read   = 1'b0;
        mem_write  = 1'b0;
        mem_to_reg = 1'b0;
        alu_src    = 1'b0;
        branch     = 1'b0;
        alu_op     = 3'b000;
        case (opcode)
            4'b0000: begin
                reg_write = 1'b1;
                alu_src   = 1'b0;       
                alu_op    = funct;      
            end
            4'b0001: begin
                reg_write  = 1'b1;
                mem_read   = 1'b1;
                mem_to_reg = 1'b1;
                alu_src    = 1'b1;      
                alu_op     = 3'b000;    
            end
            4'b0010: begin
                mem_write = 1'b1;
                alu_src   = 1'b1;       
                alu_op    = 3'b000;     
            end
            4'b0011: begin
                branch  = 1'b1;
                alu_src = 1'b0;         
                alu_op  = funct;        
            end
            default: begin
            end
        endcase
    end
endmodule
`timescale 1ns / 1ps
module cpu_struct(
    input clk,
    input reset,
    output [7:0] dbg_pc
);
    wire [7:0] pc;
    wire [7:0] pc_next;
    program_counter PC (
        .clk(clk),
        .reset(reset),
        .next_pc(pc_next),
        .pc(pc)
    );
    assign dbg_pc=pc;
    wire [15:0] instr;
    instruction_memory IM (
        .address(pc),
        .instruction(instr)
    );
    wire reg_write;
    wire mem_read;
    wire mem_write;
    wire mem_to_reg;
    wire alu_src;
    wire branch;
    wire [2:0] alu_op;
    control_unit CU (
        .instr(instr),
        .reg_write(reg_write),
        .mem_read(mem_read),
        .mem_write(mem_write),
        .mem_to_reg(mem_to_reg),
        .alu_src(alu_src),
        .branch(branch),
        .alu_op(alu_op)
    );
    wire [7:0] reg_a;
    wire [7:0] reg_b;
    register_file RF (
        .clk(clk),
        .reg_write(reg_write),
        .rs(instr[8:6]),
        .rt(instr[5:3]),
        .rd(instr[2:0]),
        .write_data(mem_to_reg ? mem_data : alu_result),
        .read_data1(reg_a),
        .read_data2(reg_b)
    );
    wire [7:0] imm_ext;
    assign imm_ext = {{5{instr[5]}}, instr[5:3]};   
    wire [7:0] alu_b;
    assign alu_b = alu_src ? imm_ext : reg_b;
    wire [7:0] alu_result;
    wire zero_flag;
    wire negative_flag;
    wire carry_flag;
    wire overflow_flag;
    alu_struct ALU (
        .a(reg_a),
        .b(alu_b),
        .alu_op(alu_op),
        .result(alu_result),
        .zero(zero_flag),
        .negative(negative_flag),
        .carry(carry_flag),
        .overflow(overflow_flag)
    );
    wire [7:0] mem_data;
    data_memory DM (
        .clk(clk),
        .mem_write(mem_write),
        .mem_read(mem_read),
        .address(alu_result),
        .write_data(reg_b),
        .read_data(mem_data)
    );
    wire branch_taken;
    assign branch_taken = branch & zero_flag;
    assign pc_next = branch_taken ? instr[2:0] : (pc + 8'd1);
endmodule
`timescale 1ns / 1ps
module data_memory(
    input clk,
    input mem_write,
    input mem_read,
    input [7:0] address,     
    input [7:0] write_data,
    output [7:0] read_data
);
    reg [7:0] ram [0:255];
    always @(posedge clk) begin
        if (mem_write)
            ram[address] <= write_data;
    end
    assign read_data = mem_read ? ram[address] : 8'b0;
endmodule
`timescale 1ns / 1ps
module full_adder(input a, input b, input cin, output sum, output cout);
    wire axb, aandb, axb_and_cin;
    xor_gate xor1(.a(a), .b(b), .y(axb));
    xor_gate xor2(.a(axb), .b(cin), .y(sum));
    and_gate and1(.a(a), .b(b), .y(aandb));
    and_gate and2(.a(axb), .b(cin), .y(axb_and_cin));
    or_gate  or1(.a(aandb), .b(axb_and_cin), .y(cout));
endmodule
`timescale 1ns / 1ps
module instruction_memory(
    input  [7:0] address,      
    output [15:0] instruction
);
    reg [15:0] rom [0:255];
    initial begin
        rom[0] = 16'b0000_001_010_011_000;  
        rom[1] = 16'b0001_001_010_011_000;  
        rom[2] = 16'b0010_001_000_000_101;  
        rom[3] = 16'b0011_001_010_000_000;  
    end
    assign instruction = rom[address];
endmodule
`timescale 1ns / 1ps
module not_gate(input a, output y);
    assign y = ~a;
endmodule
`timescale 1ns / 1ps
module or_gate(input a, input b, output y);
    assign y = a | b;
endmodule
`timescale 1ns / 1ps
module dff(
    input clk,
    input reset,
    input d,
    output reg q
);
    always @(posedge clk or posedge reset) begin
        if (reset) q <= 1'b0;
        else       q <= d;
    end
endmodule
module program_counter(
    input clk,
    input reset,
    input [7:0] next_pc,
    output [7:0] pc
);
    genvar i;
    generate
        for (i = 0; i < 8; i = i + 1) begin : pc_ff
            dff ff(.clk(clk), .reset(reset), .d(next_pc[i]), .q(pc[i]));
        end
    endgenerate
endmodule
`timescale 1ns / 1ps
module reg8(
    input clk,
    input we,
    input [7:0] d,
    output [7:0] q
);
    genvar i;
    generate
        for (i = 0; i < 8; i = i + 1) begin
            dff ff(
                .clk(clk & we),
                .reset(1'b0),
                .d(we ? d[i] : q[i]),
                .q(q[i])
            );
        end
    endgenerate
endmodule
module register_file(
    input clk,
    input reg_write,
    input [2:0] rs,
    input [2:0] rt,
    input [2:0] rd,
    input [7:0] write_data,
    output [7:0] read_data1,
    output [7:0] read_data2
);
    wire [7:0] regs [0:7];
    wire [7:0] we;
    assign we = reg_write ? (8'b00000001 << rd) : 8'b0;
    genvar i;
    generate
        for (i = 0; i < 8; i = i + 1) begin
            reg8 r(.clk(clk), .we(we[i]), .d(write_data), .q(regs[i]));
        end
    endgenerate
    assign read_data1 = regs[rs];
    assign read_data2 = regs[rt];
endmodule
`timescale 1ns / 1ps
module xor_gate(input a, input b, output y);
    assign y = a ^ b;
endmodule
### flow/run.sh
#!/bin/bash
# OpenROAD 26Q1-2900-gdf79404cd8, Yosys 0.63+post, stock flow scripts
make -C /OpenROAD-flow-scripts/flow DESIGN_CONFIG=/design/flow/config.mk WORK_HOME=/design/flow/orfs finish
==> results.yml <==
# yosys + openroad results
timing:
  final-setup-viol-count: 0
  tns_ns: 0
  setup_slack_ns: 10.78
  rsz0062_at_grt: "no"
  finClkSkew_ns: 0.0475
  tightest_slew_ns: 1.13
  final_max_slew_viol_count: 0
  slew_headroom_pct: 24.2
  hold_viol: 0
power_and_ir_drop:
  p_clk_share_pct: 43.9
  power.switching_mw: 1.24
  internal_power_mw: 5.19
  vdd_drop_max_v: 0.0000547
  power_frac_comb_pct: 0
  seq_power_share_pct: 56.0
  power.density_nw_per_um2: 70.0
  leakage_nw: 33.3
  netSwitchingFraction_pct: 19.3
floorplanning:
  io_pins: 10
  die_x_um: 453
  dieArea_sq_um: 205000
  fp_util_pct: 40.2
  core-area_sq_um: 202000
  dieHeight_um: 453
  row_count: 165
global_routing:
  grt_pass1_vias: 50300
  antenna_found_initial: 5
  grt_pass1_wl_um: 349000
  track_usage_pct: 25.9
  grt_max_degree: 151
  overflow: 0
setup_path:
  critical_path.most_common_cell: "dlygate4sd3_1"
  slowest_delay_ns: 0.71
  worst_path_dominant_cell_family: "buffers and inverters"
  worstPathArrival_ns: 15.72
  path_class: "flop to clock gate"
  path_max_fanout: 18
  critPathLaunchType: "flop"
  required_ns: 26.50
  crit_slowest_cell: "nor2_1"
  critPathCaptureType: "clock gate"
  path_buffers: 25
finish:
  lay_top_count: "edfxtp_1"
  fin_cells: 8331
  final_cell_mix: "edfxtp_1, nand2_1, nand3_1"
  drive_above_1_share_pct: 12.4
  area_growth_pct: 13.0
placement:
  gp_congestion: 0.982
  portBuffers: 9
  placed_cells: 7924
  dpl.hpwl_um: 143000
  pre_cts_slack_ns: 18.21
logic_synthesis:
  synth_area_sq_um: 81200
  ys_cells: 5371
  ys_seq_share_pct: 76.2
  synth-edff-count: 2056
  ys_chip_area_sq_um: 81200
  synthCells: 5371
  ys.flop_type: "edfxtp_1"
  ys_warn_count: 5
  ys_ff: 2064
  synth_cell_type_count: 62
  synthArstFlopShare_pct: 0.388
  syn_avg_cell_area_sq_um: 15.1
routing:
  via_per_inst: 5.79
  drt-pass1-iter-count: 6
  wl_um: 240000
  ant_nets: 0
  wl_per_cell_um: 28.9
  first_iter_violations: 3657
  dr_total_vias: 48200
  drc: 0
status:
  status: "finished clean"
hold_path:
  min_path_type: "flop to flop"
clock_network:
  cts_tree: "built"
  cts_setup_buffers: 0
  cts_resized: 0
  clk_pin_slew_ns: 0.06
  clk_latency_ns: 0.96
flow_run:
  warnings: 58
  maxCapViolations: 0
==> layout make-up <==
class | count | area [sq um]
fillers | 17000 | 110000
flip-flops and latches | 2064 | 61900
multi-input cells | 2939 | 17800
clock buffers | 273 | 5620
well taps | 2672 | 3340
repair buffers | 268 | 2270
clock inverters | 99 | 747
inverters | 13 | 53.8
diodes | 3 | 7.51
==> routing by layer <==
| metal | wire (um) | vias to the layer above | global-route usage (%) |
|---|---|---|---|
| met5 | 792 | - | 3.01 |
| met4 | 11000 | 32 | 9.09 |
| met3 | 42400 | 588 | 19.8 |
| met2 | 106000 | 3223 | 35.4 |
| met1 | 80500 | 23700 | 32.1 |
| li1 | - | 20700 | - |
==> metrics by stage <==
step                      utilization (%)  total power [mW]  hold slack (ns)  cell area (sq um)
after CTS                            45.5              6.47            0.540              91800
after global placement               42.2              3.68           -11.89              85100
after floorplan                         -              3.68           -12.19              81200
final                                45.5              6.43            0.532              91800
after global routing                 45.5              6.58            0.596              91800
after detailed placement             42.2              3.68           -11.85              85100
==> worst reg2reg max path, cell delays in order, from the launching register on <==
cell	delay, ns
dfrtp_1	0.52
dlygate4sd3_1	0.62
dlygate4sd3_1	0.55
dlygate4sd3_1	0.60
inv_1	0.08
dlygate4sd3_1	0.59
ha_1	0.47
inv_1	0.15
a21oi_1	0.25
fa_2	0.27
fa_4	0.24
inv_1	0.06
fa_4	1.43
nor2b_4	0.83
buf_4	0.56
buf_4	0.59
a32oi_1	0.22
a31oi_1	0.24
a21oi_1	0.08
o21ai_0	0.80
a31oi_1	0.22
a311o_1	0.38
==> flip-flops by register name, summed over array words and instances, names as in the netlist <==
register	cells
DM.ram	2048
PC.pc_ff.ff.q	8
RF.genblk1.r.genblk1.ff.q	8
==> cells in the mapped netlist (5+ instances only) <==
cell          n  area, sq um
and3_1       29          181
nor2_1      306         1150
a221oi_1      7         61.3
inv_1        12         45.0
o22ai_1      17          106
nor3_1       20          100
mux4_2      161         3630
and2_1       15         93.8
nand2_1    1233         4630
o21ai_0      22          110
nor2b_1       6         37.5
a22oi_1      25          188
a21oi_1      20          100
buf_4        31          233
a41oi_1       7         61.3
clkbuf_1    211          792
fa_1          6          120
a31oi_1     126          788
o2111ai_1     6         52.6
buf_1        33          124
dfrtp_1       8          200
nand3_1     473         2370
mux2_2       12          135
nor4_1        9         56.3
a32oi_1      77          674
a311oi_1     10         87.6
nand2b_1      6         37.5
a2111oi_0     5         43.8
mux2i_1     156         1560
buf_2        79          395
nand4_1     117          732
edfxtp_1   2056        61700
ha_1          5         62.6
o211ai_1      6         45.0
==> kinds of logic (layout without fill, tap and decap cells) <==
family	Yosys count	in the layout	share of synthesized area (%)
adder cells (fa/ha/maj)	11	11	0.225
other	0	3	0
XOR/XNOR	6	6	0.0647
AND/OR/NAND/NOR	2228	2228	11.7
multiplexers	330	330	6.57
buffers and inverters	368	653	1.97
flip-flops	2064	2064	76.2
AND-OR/OR-AND	364	364	3.26
==> worst paths after layout <==
path / from / end / slack, ns / cells past startpoint
setup / recovery: PC.pc_ff[1].ff.q / clock gate / 10.78 / 28
hold / removal: PC.pc_ff[7].ff.q / PC.pc_ff[7].ff.q / 0.53 / 2
setup reg to reg: PC.pc_ff[0].ff.q / RF.genblk1[0].r.genblk1[2].ff.q / 15.99 / 21
hold reg to reg: PC.pc_ff[7].ff.q / PC.pc_ff[7].ff.q / 0.53 / 2
max in group clk0: PC.pc_ff[0].ff.q / RF.genblk1[0].r.genblk1[2].ff.q / 15.99 / 21
max in group asynchronous: reset / PC.pc_ff[3].ff.q / 21.06 / 2
min in group gated: PC.pc_ff[1].ff.q / clock gate / 0.70 / 23
min in group asynchronous: reset / PC.pc_ff[1].ff.q / 4.59 / 2
==> power groups by stage <==
stage                 Sequential (mW)  Combinational [mW]  Clock, mW
after global routing             3.60            0.000632       2.98
after CTS                        3.60            0.000549       2.86
final                            3.60            0.000564       2.82
==> repair_timing <==
action	CTS	global route
hold buffers	31	0
endpoints found under the setup margin	0	0
hold endpoints to repair	1	0
Power is estimated from default activity; no workload was simulated.
